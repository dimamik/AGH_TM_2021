<file path="/design/flow/run.sh">
#!/bin/bash
# OpenROAD 26Q1-2900-gdf79404cd8, Yosys 0.63+post, stock flow scripts
make -C /OpenROAD-flow-scripts/flow DESIGN_CONFIG=/design/flow/config.mk WORK_HOME=/design/flow/orfs finish
</file>
<file path="/design/flow/config.mk">
export PLATFORM = sky130hd
export DESIGN_NAME = prescaler
export DESIGN_NICKNAME = prescaler
export VERILOG_FILES = /design/flow/design.v
export SDC_FILE = /design/flow/constraint.sdc
export NUM_CORES = 4
export LEC_CHECK = 1
export CORE_UTILIZATION = 50
</file>
<file path="/design/flow/constraint.sdc">
current_design prescaler

set clk_period 3.2
set clk_io_pct 0.2

create_clock -name clk0 -period $clk_period [get_ports {clkin}]

set non_clock_inputs [all_inputs -no_clocks]
set_input_delay [expr $clk_period * $clk_io_pct] -clock clk0 $non_clock_inputs
set_output_delay [expr $clk_period * $clk_io_pct] -clock clk0 [all_outputs]
</file>
<file path="/design/flow/design.v">
module prescaler (
	input clkin,
	output reg clkout_a,
	output reg clkout_b,
	output reg clkout_c
);
parameter F_IN = 125000000;
parameter F_OUT_A = 1000000;
parameter F_OUT_B = 115200;
parameter F_OUT_C = 1;
reg [31:0] counter_a;
reg [31:0] counter_b;
reg [31:0] counter_c;
always@(posedge clkin)
	if( counter_a < ((F_IN) / F_OUT_A) )
		counter_a <= counter_a+1;
	else
		counter_a <= 0;
always@(posedge clkin)
	if( counter_a < (((F_IN) / F_OUT_A) / 2))
		clkout_a <= 0;
	else
		clkout_a <= 1;
always@(posedge clkin)
	if( counter_b < ((F_IN) / F_OUT_B) )
		counter_b <= counter_b+1;
	else
		counter_b <= 0;
always@(posedge clkin)
	if( counter_b < (((F_IN) / F_OUT_B) / 2))
		clkout_b <= 0;
	else
		clkout_b <= 1;
always@(posedge clkin)
	if( counter_c < ((F_IN) / F_OUT_C) )
		counter_c <= counter_c+1;
	else
		counter_c <= 0;
always@(posedge clkin)
	if( counter_c < (((F_IN) / F_OUT_C) / 2))
		clkout_c <= 0;
	else
		clkout_c <= 1;
endmodule
</file>
==> flow_summary.yaml <==
# physical design summary
route:
  first_pass_iters: 4
  wl_met3_um: 176
  n_antenna_cell: 0
  wl_per_cell_um: 11.16
  vias: 2368
  met1_length_um: 2831
  top_layer: "met4"
  drcViolationCount: 0
  drt_iter0_drc: 74
  wirelength_um: 5244
  postRouteAntennaNets: 0
  wl_met2_um: 2173
  routed_via_density: 5.038
synthesis:
  flop_cell: "dfxtp_1"
  syn_inst: 338
  synthArstFlopShare_pct: 0
  yosys_cells: 338
  yosysUniqueCellTypes: 39
  yosys_warnings: 1
  ys_area_um2: 3455
  synth_flops: 99
  synth_area_um2: 3455
  postSynthSeqShare_pct: 57.37
  synth.avg_cell_area_um2: 10.22
  edf_count: 0
cts:
  cts_num_sinks: 99
  clk_latency_ns: 0.36
  cts_tree: "yes"
  cts_hold_buf: 0
  h-tree-depth: 3
  post_cts_buffers: 0
  root_buffer: "clkbuf_8"
  clkSlewWorstSetupHoldPaths_ns: 0.10
  clockBufferDepth: 2
  numCtsBuffers: 9
  cts_resized: 0
timing:
  min_period_ns: 2.293
  tns_ns: 0
  finalClockPeriodUsage_pct: 71.67
  setup_viol: 0
  slew_violations: 0
  rsz0062_at_grt: "false"
  hold_viol: 0
  worstMarginPinSlew_ns: 0.6961
  timing.slew.headroom_pct: 53.46
  fin_worst_skew_ns: 0.008578
  fmax_mhz: 436.0
flow_run:
  maxCapViolations: 0
  warnings: 29
die:
  num_rows: 29
  pin_count: 4
  chipArea_um2: 7245
  fp.coreArea_um2: 6495
  die_y_um: 85.12
  initCoreUtil_pct: 53.19
  die_w_um: 85.12
placement:
  hpwl_um: 3419
  place.gp.congestion: 0.8603
  placed_cells: 454
  io_buffers: 3
cells_and_area:
  final_common_cell: "dfxtp_1"
  fillers: 547
  logic_area_um2: 1553
  areaGrowthSynthToFinish_pct: 13.51
  stdcell_count: 470
  layout.cells.most_common_list: "dfxtp_1 (99), conb_1 (50), nor2_1 (28), nor3_1 (20), nand2_1 (19)"
  regArea_um2: 1982
  postLayoutCoreUtil_pct: 60.37
  drive_above_1_share_pct: 5.598
global_route:
  grt_pass1_vias: 2196
  globalRoute.totalOverflow: 0
  grt_max_degree: 27
  antenna_found_initial: 0
  grt_usage_pct: 17.24
  grt_pass1_wl_um: 9873
power:
  ir_worst_vdd_mv: 0.2926
  p_leak_nw: 1.392
  power.density_nw_per_um2: 525.3
hold_path:
  hold_end: "counter_a[0]"
  min-delay-start: "counter_a[0]"
  hp-class: "reg -> reg"
  hold_path_depth: 1
critical_path:
  critPathArrivalTime_ns: 2.57
  crit_path_end_kind: "flop"
  required_ns: 3.48
  reg2reg_slack_ns: 0.91
  r2r-start: "counter_c[10]"
  cp-start-kind: "flop"
  critPathKind: "reg -> reg"
  reg2reg_to: "counter_c[19]"
  r2r_cells: 4
  worstPathMaxFanout: 21
run_status:
  status: "complete, no violations"
-- worst max-delay path: stages (launching register included) --
cell and delay (ns):
dfxtp_1 0.48, and3_1 0.21, nand4_1 0.56, or4_1 0.71
a211oi_1 0.24
-- registers in the layout, indices dropped and copies added (netlist names) --
name       cells
clkout_a       1
clkout_b       1
counter_a     32
counter_b     32
clkout_c       1
counter_c     32
-- final cells by class --
cell class                      instances  area share [%]
Tap cell                               77           2.457
Sequential cell                        99           50.54
Clock inverter                          7           2.138
Inverter                               10          0.9572
Timing Repair Buffer                    5           1.149
Clock buffer                            9           3.159
Multi-Input combinational cell        263           39.60
-- how the worst max path moves through the flow --
stage	start	end	slack (ns)	depth (start not counted)
5_1_grt	counter_c[10]	counter_c[24]	0.56	4
6_report	counter_c[10]	counter_c[19]	0.91	4
4_1_cts	counter_c[10]	counter_c[19]	0.90	4
-- report_power, final --
part           internal, mW  switching, mW  total, mW
Combinational       0.00355        0.00932     0.0129
Clock                 0.310          0.463      0.773
Sequential             1.27        0.00830       1.27
-- Yosys cell counts, types with 2 or more instances --
master / number / area, um^2
a2111o_1: 2 / 22.52
a211oi_1: 13 / 97.59
a21oi_1: 3 / 15.01
a311o_1: 2 / 20.02
and3_1: 4 / 25.02
and4_1: 5 / 43.79
buf_1: 2 / 7.510
buf_2: 2 / 10.01
clkbuf_1: 10 / 37.54
dfxtp_1: 99 / 1982
ha_1: 5 / 62.56
inv_1: 10 / 37.54
nand2_1: 19 / 71.32
nand3_1: 17 / 85.08
nand3_2: 3 / 30.03
nand4_1: 13 / 81.33
nor2_1: 28 / 105.1
nor3_1: 20 / 100.1
nor4_1: 12 / 75.07
o21ai_0: 3 / 15.01
o31ai_1: 9 / 67.56
or3_1: 6 / 37.54
or4_1: 10 / 75.07
xnor2_1: 10 / 87.58
xor2_1: 17 / 148.9
-- cells by family after synthesis --
kind of cell,count (synthesis),synth area share [%]
simple gates,143,22.42
flops,99,57.37
compound gates,38,8.439
xor+xnor,27,6.845
buf+inv,25,3.006
fa+ha+maj,5,1.811
other cells,1,0.1086
-- routing by layer --
metal,global-route usage [%],up-vias
met5,0,-
met1,28.13,1072
met3,4.146,5
met2,25.51,22
li1,-,1269
met4,1.695,0
-- stage by stage --
stage	total power [mW]	hold slack, ns	cell area [um^2]	setup slack [ns]
2_1_floorplan	1.311	0.4297	3638	1.292
3_3_place_gp	1.315	0.4436	3714	1.018
3_5_place_dp	1.316	0.4517	3714	0.9495
4_1_cts	2.095	0.4783	3921	0.8983
5_1_grt	2.163	0.5223	3921	0.5641
6_report	2.060	0.4742	3921	0.9067
Power figures rest on the tool's default switching activity, not on a simulated workload.
